--- /design/flow/design.v ---
`timescale 1ns / 1ps
module alu#(
    parameter NB_DATA = 8,
    parameter NB_OP = 6
)(
    input wire [NB_DATA-1 :0] i_dato_A,
    input wire [NB_DATA-1 :0] i_dato_B,
    input wire [NB_OP-1 :0] i_OP,
    output wire [NB_DATA-1 :0] o_result  
);
localparam OP_ADD = 6'b100000;  
localparam OP_SUB = 6'b100010;  
localparam OP_AND = 6'b100100;  
localparam OP_OR = 6'b100101;  
localparam OP_XOR = 6'b100110;  
localparam OP_SRA = 6'b000011;  
localparam OP_SRL = 6'b000010;  
localparam OP_NOR = 6'b100111;   
reg [NB_DATA-1 :0] result;
assign o_result = result;
always @(*)
begin
    case(i_OP)
        OP_ADD    : result = i_dato_A + i_dato_B;
        OP_SUB    : result = i_dato_A - i_dato_B;
        OP_AND    : result = i_dato_A & i_dato_B;
        OP_OR     : result = i_dato_A | i_dato_B;
        OP_XOR    : result = i_dato_A ^ i_dato_B;
        OP_SRA    : result = {i_dato_A[NB_DATA-1],i_dato_A[NB_DATA-1:1]};
        OP_SRL    : result = i_dato_A >> 1;
        OP_NOR    : result = ~(i_dato_A | i_dato_B);
        default   : result = i_dato_A + i_dato_B;
    endcase
end
endmodule
`timescale 1ns / 1ps
module baud_rate_generator#(
    parameter N_MODULE = 326,
    parameter NB_COUNT = 9
    )(
    input wire i_clock,
    input wire i_reset,
    output wire o_tick
);
reg  [NB_COUNT-1:0]   count;
wire   			          count_flag; 
assign count_flag = count == N_MODULE;
always @(posedge i_clock)
begin
    if (i_reset || count_flag)
    begin
      count <= {NB_COUNT{1'b0}};
    end
    else
      count <= count + 1;
end
assign o_tick = count_flag;
endmodule
`timescale 1ns / 1ps
module interface_alu#(
    parameter NB_DATA = 8,
    parameter NB_OP=6
)(
    input wire [NB_DATA-1:0] i_rx_data,
    input wire i_rx_done,
    input wire [NB_DATA-1:0] i_alu_result,
    input wire i_clock,
    input wire i_reset,
    output wire [NB_DATA-1:0] o_dato_A,
    output wire [NB_DATA-1:0] o_dato_B,
    output wire [NB_OP-1:0] o_OP,
    output wire [NB_DATA-1:0] o_interface_data,
    output wire o_interface_done
);
localparam DATO_A_STATE =   5'b00001;
localparam DATO_B_STATE =   5'b00010;
localparam OP_STATE     =   5'b00100;
localparam SAVE_STATE   =   5'b01000;
localparam TX_STATE     =   5'b10000;
localparam NB_STATES = 5;
reg [NB_STATES-1:0] state;
reg [NB_STATES-1:0] next_state;
reg [NB_DATA-1:0] dato_A;
reg [NB_DATA-1:0] next_dato_A = {NB_DATA{1'b0}};
reg [NB_DATA-1:0] dato_B;
reg [NB_DATA-1:0] next_dato_B = {NB_DATA{1'b0}};
reg [NB_OP-1:0] OP;
reg [NB_OP-1:0] next_OP = {NB_OP{1'b0}};
reg [NB_DATA-1:0] interface_data;
reg [NB_DATA-1:0] next_interface_data = {NB_DATA{1'b0}};
reg interface_done;
reg flag, next_flag;  
assign o_interface_done = interface_done;
assign o_interface_data = interface_data;
assign o_dato_A = dato_A;
assign o_dato_B = dato_B;
assign o_OP = OP;
always@(posedge i_clock)
begin
    if(i_reset)
        state <= DATO_A_STATE; 
    else
        state <= next_state;
end
always@(posedge i_clock)
begin
    if(i_reset)
        flag <= 0;
    else
        flag <= next_flag;
end
always@(posedge i_clock)
begin
    if(i_reset)
        dato_A <= {NB_DATA{1'b0}};
    else
        dato_A <= next_dato_A;
end
always@(posedge i_clock)
begin
    if(i_reset)
        dato_B <= {NB_DATA{1'b0}};
    else
        dato_B <= next_dato_B;
end
always@(posedge i_clock)
begin
    if(i_reset)
        OP <= {NB_OP{1'b0}};
    else
        OP <= next_OP;
end
always@(posedge i_clock)
begin
    if(i_reset)
        interface_data <= {NB_DATA{1'b0}};
    else
        interface_data <= next_interface_data;
end
always@(*)
begin
    next_flag = flag;
    case(state)
        DATO_A_STATE:
        begin
            interface_done = 1'b0;
            if(i_rx_done == 1'b1)
            begin
                next_dato_A = i_rx_data;
                next_flag = 1'b1;  
                next_state = DATO_A_STATE;
            end
            else
            begin
                next_dato_A = dato_A; 
                if(flag)
                begin
                    next_state = DATO_B_STATE;
                    next_flag = 1'b0;
                end
                else
                    next_state = DATO_A_STATE;
            end
        end
        DATO_B_STATE:
        begin
            if(i_rx_done == 1'b1)
            begin
                next_dato_B = i_rx_data;
                next_flag = 1;
                next_state = DATO_B_STATE;
            end
            else
            begin
                next_dato_B = dato_B; 
                if(flag)
                begin
                    next_state = OP_STATE;
                    next_flag = 0;
                end
                else
                    next_state = DATO_B_STATE;
            end
        end        
        OP_STATE:
        begin
            if(i_rx_done == 1'b1)
            begin
                next_OP = i_rx_data;
                next_flag = 1;
                next_state = OP_STATE;
            end
            else
            begin
                next_OP = OP;
                if(flag)
                begin
                    next_state = SAVE_STATE;
                    next_flag = 0;
                end
                else
                    next_state = OP_STATE;
            end
        end
        SAVE_STATE: 
        begin
            next_interface_data = i_alu_result;
            next_state = TX_STATE;
        end
        TX_STATE:
        begin
            interface_done = 1'b1;
            next_state = DATO_A_STATE;
        end
        default:
        begin
            next_state = DATO_A_STATE;
        end
    endcase              
end
endmodule
`timescale 1ns / 1ps
module receiver#(
    parameter NB_DATA = 8
)(
    input wire i_rx,
    input wire i_tick,
    input wire i_clock,
    input wire i_reset,
    output wire [NB_DATA-1:0] o_rx_data,
    output wire o_rx_done
);
localparam IDLE_STATE =     4'b0001;
localparam START_STATE =    4'b0010;
localparam DATA_STATE =     4'b0100;
localparam STOP_STATE =     4'b1000;
localparam NB_STATES = 4;
reg [NB_STATES-1:0] state;
reg [NB_STATES-1:0] next_state;
localparam NB_TICK_COUNTER = 4; 
reg [NB_TICK_COUNTER-1:0] tick_counter,next_tick_counter;
localparam NB_DATA_COUNTER = 3;
reg [NB_DATA_COUNTER-1:0] data_counter, next_data_counter;
reg [NB_DATA-1:0] data, next_data;
reg rx_done, next_rx_done;
always@(posedge i_clock)
begin
    if(i_reset)
        state <= IDLE_STATE;
    else
        state <= next_state;
end
always@(posedge i_clock)
begin
    if(i_reset)
        tick_counter <= {NB_TICK_COUNTER{1'b0}};
    else 
        tick_counter <= next_tick_counter;
end
always@(posedge i_clock)
begin
    if(i_reset)
        data_counter <= {NB_DATA_COUNTER{1'b0}};
    else
    begin    
        data_counter <= next_data_counter;
    end 
end
always@(posedge i_clock)
begin
    if(i_reset)
        data <= {NB_DATA{1'b0}};
    else 
        data <= next_data;
end
always@(posedge i_clock)
begin
    if(i_reset)
        rx_done <= 1'b0;
    else 
        rx_done <= next_rx_done;
end
always@(*)
begin
    case(state)
        IDLE_STATE:
        begin
            next_rx_done = 1'b0;
            next_data = {NB_DATA{1'b0}};
            next_tick_counter = {NB_TICK_COUNTER{1'b0}};
            next_data_counter = {NB_DATA_COUNTER{1'b0}};
            if(i_rx == 0)
                next_state = START_STATE;
            else
                next_state = IDLE_STATE;
        end
        START_STATE:
        begin
            if(i_tick)
            begin
                if(tick_counter == 4'b0111)  
                begin
                    if(i_rx == 0)
                    begin
                        next_state = DATA_STATE;
                        next_tick_counter = {NB_TICK_COUNTER{1'b0}};
                    end 
                    else 
                        next_state = IDLE_STATE;
                end
                else
                begin
                    next_tick_counter = tick_counter + 1;
                    next_state = START_STATE;
                end
            end
            else
            begin
                next_state = START_STATE;
                next_tick_counter = tick_counter;
            end
        end    
        DATA_STATE:
        begin
            if(i_tick)
            begin
                if(tick_counter == 4'b1111)  
                begin
                    next_data = {i_rx,data[NB_DATA-1: 1]};  
                    next_data_counter = data_counter + 1;
                    next_tick_counter = {NB_TICK_COUNTER{1'b0}};
                    if(data_counter == 3'b111)  
                        next_state = STOP_STATE;
                    else
                        next_state = DATA_STATE;
                end
                else
                begin
                    next_tick_counter = tick_counter + 1;
                    next_state = DATA_STATE;
                end
            end
            else
            begin
                next_state = DATA_STATE;
                next_data = data;
                next_data_counter = data_counter;
                next_tick_counter = tick_counter;
            end
        end        
        STOP_STATE:  
        begin
            if(i_tick)
                if(tick_counter == 4'b1111)
                begin
                    if(i_rx == 1'b1)    
                    begin
                        next_rx_done = 1'b1;  
                    end
                    next_state = IDLE_STATE;
                end
                else
                begin
                    next_tick_counter = tick_counter + 1;
                    next_state = STOP_STATE;
                end
            else
            begin
                next_state = STOP_STATE;
                next_tick_counter = tick_counter;
            end                
        end
        default:
            next_state = IDLE_STATE;
    endcase              
end
assign o_rx_done = rx_done;
assign o_rx_data = data;
endmodule
`timescale 1ns / 1ps
module top#(
    parameter NB_DATA = 8,
    parameter NB_OP=6
)(
    input i_top_rx,
    input i_top_clock,
    input i_top_reset,
    output o_top_tx,
    output [NB_DATA-1:0] o_alu
);
wire [NB_DATA-1:0] rx_data;
wire rx_done;
wire tick;
wire [NB_DATA-1:0] dato_A;
wire [NB_DATA-1:0] dato_B;
wire [NB_OP-1:0] OP;
wire [NB_DATA-1:0] interface_data;
wire interface_done;
wire [NB_DATA-1:0] alu_result;
receiver u_receiver(
    .i_rx(i_top_rx),  
    .i_clock(i_top_clock),
    .i_reset(i_top_reset),
    .i_tick(tick),
    .o_rx_data(rx_data),  
    .o_rx_done(rx_done)
);
baud_rate_generator u_baud_rate_generator(
    .i_clock(i_top_clock),
    .i_reset(i_top_reset),
    .o_tick(tick)
);
interface_alu u_interface_alu(
    .i_rx_data(rx_data),
    .i_rx_done(rx_done),
    .i_alu_result(alu_result),
    .i_clock(i_top_clock),
    .i_reset(i_top_reset),
    .o_dato_A(dato_A),
    .o_dato_B(dato_B),
    .o_OP(OP),
    .o_interface_data(interface_data),
    .o_interface_done(interface_done)
);
alu u_alu(
    .i_dato_A(dato_A),
    .i_dato_B(dato_B),
    .i_OP(OP),
    .o_result(alu_result)
);
transmitter u_transmitter(
    .i_interface_data(interface_data),
    .i_interface_done(interface_done),
    .i_tick(tick),
    .i_clock(i_top_clock),
    .i_reset(i_top_reset),
    .o_tx(o_top_tx)
);
assign o_alu = alu_result;
endmodule
`timescale 1ns / 1ps
module transmitter#(
    parameter NB_DATA = 8
)(
    input wire [NB_DATA-1:0] i_interface_data,
    input wire i_interface_done,
    input wire i_tick,
    input wire i_clock,
    input wire i_reset,
    output wire o_tx
    );
localparam IDLE_STATE =     4'b0001;
localparam START_STATE =    4'b0010;
localparam DATA_STATE =     4'b0100;
localparam STOP_STATE =     4'b1000;
localparam NB_STATES = 4;
reg [NB_STATES-1:0] state;
reg [NB_STATES-1:0] next_state;
localparam NB_TICK_COUNTER = 4; 
reg [NB_TICK_COUNTER-1:0] tick_counter,next_tick_counter;
localparam NB_DATA_COUNTER = 3;
reg [NB_DATA_COUNTER-1:0] data_counter, next_data_counter;
reg [NB_DATA-1:0] tx_data, next_tx_data;
reg tx_out,next_tx_out;
assign o_tx = tx_out;
always@(posedge i_clock)
begin
    if(i_reset)
        state <= IDLE_STATE;
    else
        state <= next_state;
end
always@(posedge i_clock)
begin
    if(i_reset)
    begin
        tick_counter <= {NB_TICK_COUNTER{1'b0}};
    end
    else 
         tick_counter <= next_tick_counter;
end
always@(posedge i_clock)
begin
    if(i_reset)
        data_counter <= {NB_DATA_COUNTER{1'b0}};
    else
        data_counter <= next_data_counter;
end
always@(posedge i_clock)
begin
    if(i_reset)
        tx_data <= {NB_DATA{1'b0}};
    else   
        tx_data <= next_tx_data; 
end
always@(posedge i_clock)
begin
    if(i_reset)
    begin
        tx_out <= 1'b0;
    end
    else 
    begin    
        tx_out <= next_tx_out; 
    end 
end
always@(*)
begin
    case(state)
        IDLE_STATE:
        begin
            next_tx_out = 1'b1;
            next_tick_counter = {NB_TICK_COUNTER{1'b0}};
            next_data_counter = {NB_DATA_COUNTER{1'b0}};
            if(i_interface_done)
            begin
                next_tx_data = i_interface_data;
                next_state = START_STATE;
            end
            else
            begin
                next_tx_data = tx_data;
                next_state = IDLE_STATE;
            end
        end
        START_STATE:
        begin
            next_tx_out = 1'b0;
            if(i_tick)
            begin
                if(tick_counter == 4'b1111)
                begin
                    next_tick_counter = {NB_TICK_COUNTER{1'b0}};
                    next_state = DATA_STATE;
                end
                else
                begin
                    next_tick_counter = tick_counter + 1;
                    next_state = START_STATE;
                end
            end
            else
            begin
                next_tick_counter = tick_counter;
                next_state = START_STATE;
            end    
        end    
        DATA_STATE:
        begin
            next_tx_out = tx_data[0];
            if(i_tick)
            begin
                if(tick_counter == 4'b1111)
                begin
                    next_tick_counter = {NB_TICK_COUNTER{1'b0}};
                    next_tx_data = tx_data >> 1;
                    if(data_counter == 3'b111)  
                        next_state = STOP_STATE;
                    else
                        next_data_counter = data_counter + 1;
                end
                else
                begin
                    next_tick_counter = tick_counter + 1;
                    next_state = DATA_STATE;
                end      
            end
            else
            begin
                next_state = DATA_STATE;
                next_tx_data = tx_data;
                next_tick_counter = tick_counter;
                next_data_counter = data_counter;
            end
        end        
        STOP_STATE:  
        begin
            next_tx_out = 1'b1;
            if(i_tick)
            begin
                if(tick_counter == 4'b1111)
                    next_state = IDLE_STATE;
                else
                begin
                    next_tick_counter = tick_counter + 1;
                    next_state = STOP_STATE;
                end
            end
            else
            begin
                next_state = STOP_STATE;
                next_tick_counter = tick_counter;
            end
        end
        default:
        begin
            next_state = IDLE_STATE;
        end
    endcase              
end
endmodule
--- /design/flow/run.sh ---
#!/bin/bash
# OpenROAD 26Q1-2900-gdf79404cd8, Yosys 0.63+post, stock flow scripts
make -C /OpenROAD-flow-scripts/flow DESIGN_CONFIG=/design/flow/config.mk WORK_HOME=/design/flow/orfs finish
--- /design/flow/config.mk ---
export PLATFORM = sky130hd
export DESIGN_NAME = top
export DESIGN_NICKNAME = top
export VERILOG_FILES = /design/flow/design.v
export SDC_FILE = /design/flow/constraint.sdc
export NUM_CORES = 4
export LEC_CHECK = 1
export CORE_UTILIZATION = 30
--- /design/flow/constraint.sdc ---
current_design top

set clk_period 8.5
set clk_io_pct 0.2

create_clock -name clk0 -period $clk_period [get_ports {i_top_clock}]

set non_clock_inputs [all_inputs -no_clocks]
set_input_delay [expr $clk_period * $clk_io_pct] -clock clk0 $non_clock_inputs
set_output_delay [expr $clk_period * $clk_io_pct] -clock clk0 [all_outputs]
==> results.tsv <==
stage	metric	value	unit
clock_tree	Hold-fix buffers, CTS	0	
pwr	IR drop worst, VDD	0.0764	mV
cells_and_area	most frequent cells in the layout	dfxtp_1 (85), nor2b_1 (72), nand2_1 (52), nor2_1 (48), dlxtn_1 (37)	
sta	Worst Tran Pin Value	778	ps
critical_path	Critical Path AT	3560	ps
critical_path	crit path capture type	primary output	
synth	Cell Type Count	59	
critical_path	slowest CP cell	clkdlybuf4s50_1	
die	cell row count	50	
sta	Rel. slew slack	47.6	%
synth	Commonest flop	dfxtp_1	
die	chip height	140	µm
sta	clk_skew	5.61	ps
critical_path	Largest stage delay, worst path	500	ps
clock_tree	post-CTS setup buffers	0	
synth	Synth flops	152	
outcome	outcome	complete, no violations	
pwr	Static Leak	2.42	nW
die	Die Size	19600	µm²
clock_tree	CTS resizes	0	
place	dpl hpwl	7.57	mm
cells_and_area	Commonest Layout Cell	dfxtp_1	
place	GP Congestion	0.901	
sta	setup violators final	0	
place	pre-CTS setup slack	3620	ps
synth	Synth Cell Area	5710	µm²
sta	endpoints left unconstrained	67	
worst_hold_path	Hold Crit Class	reg -> reg	
sta	unrepaired setup endpoints after global routing	false	
synth	ys async rst share	0	%
synth	Post-synth EDFFs	0	
route	routed vias/inst	4.57	
synth	yosys cell count	635	
sta	FMAX	190	MHz
grt	largest net degree at the start of global routing	62	
route	drt drc	0	
pwr	Final Power	0.816	mW
pwr	power per cell area	129	nW/µm²
clock_tree	Num CTS Buffers	9	
route	Iter 0 DRT Violations	235	
clock_tree	clk buf depth	2	
grt	gr ovfl total	0	
synth	Yosys warnings	5	
route	diode count	0	
sta	register pins left without a clock	67	
synth	syn_area_per_cell	8.98	µm²
critical_path	CP Max Fanout	18	
sta	Final Max Slew Viols	0	
sta	final hold viol count	0	
die	fp_density	30.6	%
clock_tree	Clock Latency Late Sink	340	ps
grt	initial antenna violation count	0	
critical_path	Critical Path Start Type	flop	
grt	GRT Resource Usage Total	11.7	%
clock_tree	TritonCTS clock tree	done	
cells_and_area	share of layout cells above drive strength 1	5.16	%
grt	vias in the first global route	3694	
die	Ports	12	
die	core area	18600	µm²
sta	fin crit share	61.9	%
synth	Cells after Synth	635	
clock_tree	clock slew at reported path FFs	70	ps
clock_tree	CTS HTree Levels	3	
route	Pre-Repair DR Iteration Count	4	
grt	first-pass GRT wire length	18.5	mm
clock_tree	Root Driver	clkbuf_16	
route	total wire length	10.9	mm
synth	Yosys Chip Area	5710	µm²
die	overall die width	140	µm
place	port buffer count	11	
sta	setup TNS	0	ps
sta	Final Critical Period	5260	ps
run	Max-cap violations	0	
route	Vias	3989	
sta	setup slack after layout	3240	ps
route	WL per Instance	12.5	µm
cells_and_area	FF/Latch Area	2710	µm²
cells_and_area	P&R area growth vs syn	10.5	%
critical_path	crit path cell chain	buf_4 > nand2b_1 > nor4_4 > mux2i_1 > fa_1 > a211oi_1 > o21bai_1 > a21oi_1 > xor2_1 > o221ai_1 > clkdlybuf4s50_1	
cells_and_area	FILL cells	1878	
worst_hold_path	Hold Crit Depth	1	
critical_path	Reg2Reg Depth	8	
critical_path	crit path DRT	6800	ps
run	OpenROAD warning count	35	
route	Final ANT Viol Nets	0	
cells_and_area	logic area	2730	µm²
critical_path	critical path class	reg -> out	
==> final timing paths <==
path,slack [ps],startpoint,end
worst min-delay path,480,u_baud_rate_generator.count[0],u_baud_rate_generator.count[0]
worst max register to register,6600,u_baud_rate_generator.count[0],u_receiver.state[2]
worst min register to register,480,u_baud_rate_generator.count[0],u_baud_rate_generator.count[0]
worst max-delay path,3240,u_interface_alu.OP[1],o_alu[6]
==> sequential cells by signal, summed over array words and instances, names as in the netlist, 5 cells and up <==
name / cells
u_interface_alu.dato_B: 8
u_interface_alu.state: 5
u_transmitter.tx_data: 8
u_interface_alu.next_OP: 6
u_interface_alu.interface_data: 8
u_interface_alu.OP: 6
u_interface_alu.next_interface_data: 8
u_interface_alu.next_dato_A: 8
u_receiver.data: 8
u_baud_rate_generator.count: 9
u_interface_alu.dato_A: 8
u_transmitter.next_tx_data: 8
u_interface_alu.next_dato_B: 8
u_receiver.next_data: 8
==> worst max-delay path: cells and delay by family (launching register included) <==
family                     cells  cell delay (ps)
muxes                          1              230
AOI/OAI and AO/OA              4              810
buffers and inverters          2              770
adders and majority gates      1              480
and+or+nand+nor                2              540
DFF                            1              310
xor gates and xnor gates       1               90
==> area by class of cell <==
| class | instances | share of cell area, % |
|---|---|---|
| clock buffer | 9 | 3.57 |
| multi-input combinational | 420 | 43.3 |
| inverter | 34 | 2.02 |
| timing repair buffer | 17 | 2.38 |
| sequential | 152 | 42.9 |
| tap | 234 | 4.64 |
| clock inverter | 7 | 1.15 |
==> logic make-up (layout without fill, tap and decap cells) <==
logic type / count (synthesis) / after routing / synth area share [%]
compound gates: 121 / 121 / 13.2
latches: 67 / 67 / 17.6
flops: 85 / 85 / 29.8
mux: 12 / 12 / 2.11
xor+xnor: 30 / 30 / 4.61
buf+inv: 63 / 67 / 4.69
fa+ha+maj: 33 / 33 / 7.37
simple gates: 224 / 224 / 20.6
==> power breakdown <==
group / switching [mW] / internal (mW)
Sequential: 0.00218 / 0.404
Combinational: 0.0104 / 0.00456
Clock: 0.166 / 0.229
Total: 0.179 / 0.637
==> through the flow <==
step	hold slack (ps)	cells	instance area (µm²)	util, %
2_1_floorplan	434	635	5710	-
3_3_place_gp	463	857	6010	32.2
3_5_place_dp	472	857	6010	32.2
4_1_cts	487	873	6310	33.8
5_1_grt	504	873	6310	33.8
6_report	481	873	6310	33.8
==> synth_stat cells, types with 5 or more instances <==
| master | number | share of area [%] |
|---|---|---|
| dfxtp_1 | 85 | 30 |
| nor2b_1 | 72 | 7.9 |
| nand2_1 | 52 | 3.4 |
| nor2_1 | 48 | 3.2 |
| dlxtn_1 | 37 | 9.7 |
| o21ai_0 | 35 | 3.1 |
| inv_1 | 33 | 2.2 |
| ha_1 | 32 | 7.0 |
| a21oi_1 | 31 | 2.7 |
| dlxtp_1 | 30 | 7.9 |
| clkbuf_1 | 20 | 1.3 |
| xnor2_1 | 18 | 2.8 |
| mux2i_1 | 12 | 2.1 |
| xor2_1 | 12 | 1.8 |
| nand3_1 | 11 | 0.96 |
| a21boi_0 | 10 | 1.3 |
| o22ai_1 | 9 | 0.99 |
| a211oi_1 | 6 | 0.79 |
| nor3_1 | 6 | 0.53 |
| a22oi_1 | 5 | 0.66 |
| or3_1 | 5 | 0.55 |
==> routing by layer <==
layer / share of wire, % / wire (µm) / GRT usage [%]
met1: 54 / 5870 / 19.1
met2: 42 / 4550 / 17.6
met3: 3.0 / 329 / 1.15
met4: 1.2 / 130 / 1.45
met5: 0 / 0 / 0
Power figures rest on the tool's default switching activity, not on a simulated workload.
